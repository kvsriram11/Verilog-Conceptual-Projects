<file path="./config.mk">
export PLATFORM = sky130hd
export DESIGN_NAME = mod100_skip13
export DESIGN_NICKNAME = mod100_skip13
export VERILOG_FILES = /design/flow/design.v
export SDC_FILE = /design/flow/constraint.sdc
export NUM_CORES = 4
export LEC_CHECK = 1
export CORE_AREA = 10 10 70 70
export DIE_AREA = 0 0 80 80
</file>
<file path="./constraint.sdc">
current_design mod100_skip13

set clk_period 1.4
set clk_io_pct 0.2

create_clock -name clk0 -period $clk_period [get_ports {clk}]

set non_clock_inputs [all_inputs -no_clocks]
set_input_delay [expr $clk_period * $clk_io_pct] -clock clk0 $non_clock_inputs
set_output_delay [expr $clk_period * $clk_io_pct] -clock clk0 [all_outputs]
</file>
<file path="./design.v">
module mod100_skip13 (clk,rst,cnt);
input clk,rst;
output [6:0] cnt;
wire [6:0] b1,b2,tom;
wire s1,s2;
reg [6:0] cnt;
assign b1 = cnt+1;
assign s1 = cnt ==12;
assign s2 = cnt ==99;
assign b2 = s1 ? 14 :b1;
assign tom = s2?0:b2;
always@(negedge rst or posedge clk)
begin
if (rst==0) cnt <=0;
else cnt <= tom;
end 
endmodule
</file>
<file path="./run.sh">
#!/bin/bash
# OpenROAD 26Q1-2900-gdf79404cd8, Yosys 0.63+post, stock flow scripts
make -C /OpenROAD-flow-scripts/flow DESIGN_CONFIG=/design/flow/config.mk WORK_HOME=/design/flow/orfs finish
</file>
==> GITHUB_STEP_SUMMARY <==
### Metrics collected by this job

| Metric | Value |
|---|---|
| Outcome | `finished, final reports clean` |
| Longest Clk Path Bufs | `2` |
| Sw Pwr | `83.3 uW` |
| CTS Buf Count | `3` |
| Die H | `80 um` |
| M1 WL | `584 um` |
| Die width | `80 um` |
| Met2 wire length | `360 um` |
| Initial antenna violation count | `0` |
| Top Registers | `cnt: 7 flops` |
| Largest net degree at the start of global routing | `8` |
| Mean Syn Cell Area | `roughly 11 um2` |
| Unique cell types | `15` |
| Root buf cell | `clkbuf_4` |
| CTS tree | `yes` |
| Post-synthesis cell area | `368 um2` |
| RR Startpoint | `cnt[1]` |
| Power Internal | `roughly 310 uW` |
| Worst hold path class | `input port to async pin` |
| Row cnt | `21` |
| Combinational Power Share | `1.7%` |
| R2r setup slk | `around 0.02 ns` |
| Worst Setup Start Kind | `flip-flop` |
| GP Congestion | `0.798` |
| Routed WL | `1.09 mm` |
| Register name with the most flops | `cnt` |
| Ports | `9` |
| Crit Path Class | `flip-flop to flip-flop` |
| Tot Pwr | `397 uW` |
| Pwr per Cell Area | `approximately 570 nW/um2` |
| Final Instance Count excl. Fillers | `roughly 110` |
| First-pass GRT wire length | `1.75 mm` |
| Sequential power share | `51.0%` |
| Unrepaired setup endpoints after global routing | `yes` |
| Critical path origin | `cnt[1]` |
| Worst Slack Setup Final | `0.0199 ns` |
| Drt wl/cell | `10.3 um` |
| Clock share of power | `47.3%` |
| Synth Instances | `34` |
| Core Area | `approximately 3400 um2` |
| Chip Area, Yosys | `around 370 um2` |
| CP Capture Type | `flip-flop` |
| Clock Skews | `0.00617 ns` |
| Drt drc | `0` |
| Number of global-route vias before repair | `373` |
| Setup violators final | `0` |
| Vias per cell | `between 3 and 4` |
| First-pass iteration count of the detailed router | `2` |
| Switch share | `21.0%` |
| Overflow left after global routing | `0` |
| Logic area | `231 um2` |
| DR iter-0 viols | `16` |
| Post-synth seq share | `47.6%` |
| Slew @ Worst Pin | `0.377 ns` |
| Synth warn | `1` |
| Filler cell count | `373` |
| Crit Path Max Fanout | `3` |
| Crit path required time | `approximately 1.6 ns` |
| Fin crit period | `1.38 ns` |
| Rel. slew slack | `74.8%` |
| Synth Flop Type | `dfrtp_1` |
| Clock H-tree levels | `1` |
| Layout cell share with drive strength beyond 1 | `55.0%` |
| VDD IR-drop max | `0.234 mV` |
| Reg clk slew, reported paths | `0.05 ns` |
| Leak Pwr | `about 0.31 nW` |
| FP Core Util | `10.8%` |
| Synth top cells by count | `7 x dfrtp_1, 3 x nand3_1, 3 x xor2_1` |
| Max layer used | `met4` |
| Syn-to-layout area delta | `91.2%` |
| Setup WS pre-CTS | `around 0.049 ns` |
| Final Cycle Share | `a little over nine tenths` |
| Chip area | `approximately 6400 um2` |
| # Cells Yosys | `34` |
| Yosys top cell by area | `dfrtp_1` |
| Dpl cells | `93` |
| Top area cell types | `dfrtp_1 48%, xor2_1 7.1%, ha_1 6.8%` |
| Fin. max-slew vios | `0` |
| Max reg flops | `7` |
| Hpwl dp | `681 um` |
| Overall Global Routing Usage | `3.42%` |
| Top-area cell type share of the netlist area | `a little under half` |
| Max Cap Viol | `0` |
| Tool warnings | `27` |
| Clock Sinks | `7` |
| Met3 WL post-DR | `about 130 um` |
| Port bufs | `8` |
| Worst-Skew Late Latency | `0.26 ns` |
| Ys async rst share | `100%` |
| Most frequent cell after synthesis | `dfrtp_1` |
| Highest Clock Rate | `725 MHz` |
| Worst endpoint data arrival time | `between 1.5 and 2 ns` |
| Final Hold Fails | `0` |
| Antenna-violating nets left | `0` |
| Via count | `between 300 and 400` |
| Ys flops | `7` |
| # diodes | `0` |
| Reg area | `179 um2` |
| Post-synth EDFFs | `0` |
## final cells by class
cell class,instances,share of cell area [%]
multi-input cells,25,32.9
repair buffers,22,28.3
flip-flops and latches,7,25.4
well taps,46,8.19
clock buffers,4,3.74
inverters,2,1.42
## per-layer routing
layer	vias up	GRT usage, %
li1	173	-
met1	169	4.84
met2	12	4.01
met3	2	2.73
met4	0	0.176
met5	-	0
## power by group through the flow
stage	registers [mW]	logic (mW)	clock network, mW
5_1_grt	0.202	0.00775	0.208
6_report	0.203	0.00694	0.188
4_1_cts	0.203	0.00670	0.187
## final timing paths
kind,endpoint,depth (start not counted)
max,cnt[6],5
min,cnt[0],1
max reg2reg,cnt[6],5
min reg2reg,cnt[0],2
max in group asynchronous,cnt[4],1
min in group clk0,cnt[0],2
## cell usage in the layout, fill, tap and decap left out, types with 2 or more instances in the layout
master,n
or3_1,2
nor3_2,2
dfrtp_1,4
a211oi_2,2
clkbuf_4,3
o21ai_0,2
dfrtp_2,3
dlygate4sd2_1,2
xor2_1,3
buf_6,3
dlymetal6s2s_1,2
nand3_1,3
clkdlybuf4s50_1,4
buf_4,11
## what timing repair did
| action | CTS | global route |
|---|---|---|
| buffers inserted | 7 | 2 |
| endpoints found under the setup margin | 7 | 9 |
| pin swaps | 0 | 6 |
| hold buffers | 0 | 0 |
| resized | 5 | 17 |
## cell families (layout without fill, tap and decap cells)
kind of cell    count (synthesis)  in the layout  share of synthesized area (%)
simple gates                   14             14                           24.1
buf+inv                         2             28                           2.04
compound gates                  6              6                           12.2
flops                           7              7                           47.6
fa+ha+maj                       2              2                           6.80
xor+xnor                        3              3                           7.14
## per-stage QoR
stage,cell area (um2),hold slack [ns],setup TNS (ns),util [%]
floorplan,368,-0.0156,0,-
global placement,543,0.566,0,15.9
detailed placement,543,0.567,0,15.9
CTS,623,0.295,0,18.2
global route,703,0.316,-0.265,20.6
finish,703,0.304,0,20.6
## worst max-delay path, stage by stage (launching register included)
cell      delay (ns)
dfrtp_1         0.38
buf_4           0.13
ha_2            0.17
nand2_2         0.07
or3_1           0.36
a211oi_2        0.18
Power figures rest on the tool's default switching activity, not on a simulated workload.
